==> design.v <==
module  color_mapper ( 
	input  logic [4:0] color,						 
 	input        [9:0] DrawX, DrawY,       	 
	output logic [7:0] VGA_R, VGA_G, VGA_B 	 
);
logic [7:0] Red, Green, Blue;
    assign VGA_R = Red;
    assign VGA_G = Green;
    assign VGA_B = Blue;
    always_comb
    begin
			if(DrawX <= 192 || DrawX > 446 || DrawY < 120 || DrawY >= 359) begin
		      Red = 0;
				Blue = 0;
				Green = 0;
			end else begin
				if(color == 0) begin
					 Red = 21;
					 Green = 95;
					 Blue = 217;
				end else if(color == 1) begin
					 Red = 0;
					 Green = 0;
					 Blue = 0;
				end else if(color == 2) begin
					 Red = 173;
					 Green = 173;
					 Blue = 172;
				end else if(color == 3) begin
					 Red = 254;
					 Green = 0;
					 Blue = 255;
				end else if(color == 4) begin
					 Red = 102;
					 Green = 102;
					 Blue = 102;
				end else if(color == 5) begin
					 Red = 99;
					 Green = 176;
					 Blue = 254;
				end else if(color == 6) begin
					 Red = 0;
					 Green = 124;
					 Blue = 141;
				end else if(color == 7) begin
					 Red = 91;
					 Green = 228;
					 Blue = 48;
				end else if(color == 8) begin
					 Red = 12;
					 Green = 147;
					 Blue = 0;
				end else if(color == 9) begin
					 Red = 253;
					 Green = 129;
					 Blue = 112;
				end else if(color == 10) begin
					 Red = 181;
					 Green = 49;
					 Blue = 32;
				end else if(color == 11) begin
					 Red = 255;
					 Green = 254;
					 Blue = 255;
				end else if(color == 12) begin
					 Red = 66;
					 Green = 64;
					 Blue = 254;
				end else if(color == 13) begin
					 Red = 0;
					 Green = 42;
					 Blue = 136;
				end else if(color == 14) begin
					 Red = 190;
					 Green = 224;
					 Blue = 253;
				end else if(color == 15) begin
					 Red = 251;
					 Green = 206;
					 Blue = 191;
				end else if(color == 16) begin
					 Red = 188;
					 Green = 190;
					 Blue = 0;
				end else if(color == 17) begin
					 Red = 58;
					 Green = 0;
					 Blue = 163;
				end else if(color == 18) begin
					 Red = 117;
					 Green = 39;
					 Blue = 254;
				end else if(color == 19) begin
					 Red = 146;
					 Green = 144;
					 Blue = 255;
				end else if(color == 20) begin
					 Red = 79;
					 Green = 139;
					 Blue = 200;
				end else if(color == 21) begin
					 Red = 0;
					 Green = 82;
					 Blue = 0;
				end else if(color == 22) begin
					 Red = 17;
					 Green = 75;
					 Blue = 170;
				end else if(color == 23) begin
					 Red = 20;
					 Green = 18;
					 Blue = 166;
				end else if(color == 24) begin
					 Red = 51;
					 Green = 50;
					 Blue = 200;
				end else if(color == 25) begin
					 Red = 198;
					 Green = 118;
					 Blue = 254;
				end else if(color == 26) begin
					 Red = 234;
					 Green = 158;
					 Blue = 33;
				end else if(color == 27) begin
					 Red = 152;
					 Green = 78;
					 Blue = 0;
				end else begin
					 Red = 64;
					 Green = 64;
					 Blue = 64;
				end
			end
    end
endmodule
==> run.sh <==
#!/bin/bash
# OpenROAD 26Q1-2900-gdf79404cd8, Yosys 0.63+post, stock flow scripts
make -C /OpenROAD-flow-scripts/flow DESIGN_CONFIG=/design/flow/config.mk WORK_HOME=/design/flow/orfs finish
==> config.mk <==
export PLATFORM = sky130hd
export DESIGN_NAME = color_mapper
export DESIGN_NICKNAME = color_mapper
export VERILOG_FILES = /design/flow/design.v
export SDC_FILE = /design/flow/constraint.sdc
export NUM_CORES = 4
export LEC_CHECK = 1
export CORE_AREA = 10 10 109 109
export DIE_AREA = 0 0 119 119
==> constraint.sdc <==
current_design color_mapper

set clk_period 3.6
set clk_io_pct 0.2

create_clock -name clk0 -period $clk_period

set non_clock_inputs [all_inputs -no_clocks]
set_input_delay [expr $clk_period * $clk_io_pct] -clock clk0 $non_clock_inputs
set_output_delay [expr $clk_period * $clk_io_pct] -clock clk0 [all_outputs]
==> reports/metrics.cfg <==
[logic_synthesis]
top_cells_by_count=o21ai_0, a21oi_1, nor2_1
ys_area_um2=1270
netlist.area_leader.share_pct=11.9
synth-xor-area-share_pct=2.77
ys_top_logic_family=AND-OR/OR-AND gates
ys_sh_adder_pct=0
ys_warn_count=1
syn_area_per_cell_um2=5.84
synth.most_common_cell=o21ai_0
synth_seq_share_pct=0
synthDistinctLibCells=50
top_area_cell=o21ai_0
yosys.area_share.aoi_pct=49.8
synthSimpleGateAreaFrac_pct=36.2
yosysCellCount=217
ys_sh_mux_pct=0.791
syn-instance-count=217
top_cells_by_area=o21ai_0, a21oi_1, nor2b_1, nor2_1, nand2_1
synthesis.area_um2=1270

[pwr]
ir_drop_mv=0.0409
powerDensity_nw_per_um2=102
leakagePower_nw=1.02

[grt]
grt_pass1_wl_um=9090
grt_usage_pct=7.49
first_global_vias=1771
overflow=0
antenna_found_initial=0
grt_max_degree=38

[routing]
vias=1931
dr.pass1.iters=4
drtAntennaViolNets=0
n_antenna_cell=0
wirelength_um=5750
drt_iter0_markers=239
via_per_inst=4.64
wl_per_cell_um=13.8
drc=0

[run]
maxCapViolCount=0
warnings=33

[place]
port_buffers=49
gp_congestion=0.909
placed_area_um2=2100
dp_hpwl_um=4250

[floorplan]
pin_count=49
initial_utilization_pct=13.1
rows=36
dieArea_um2=14200
fp.dieW_um=119
die_y_um=119
core_um2=9640

[final_layout]
fillers=1078
layout-drive-gt1-share_pct=24.7
final_area_um2=2310
area_growth_pct=82.6
n_clock_buffer=0
seq_area_um2=0
flops=0

[critical_path]
worst_setup_path_start_kind=primary input
cp.required_ns=2.88
worst-setup-path-type=primary input to primary output
end_kind=primary output
cp_data_arrival_time_ns=2.81
crit_fanout=5

[timing]
finalClockPeriodUsage_pct=98.0
fin_crit_ns=3.53
fmax_mhz=283
setup_viol=0
setup-tns-final_ns=0
hold_violations=0
tightest_slew_ns=0.477
drv_slew=0
relSlewSlack_pct=67.9

[worst_hold_path]
hold_class=primary input to primary output

[run_status]
outcome=finished, final reports clean

[clock_network]
holdBufCountCts=0

==> logic make-up after synthesis <==
logic type	after synthesis
and+or+nand+nor	90
muxes	1
buffers and inverters	31
AOI/OAI and AO/OA	91
xor gates and xnor gates	4
==> routing by layer <==
layer  global-route usage, %  share of wire [%]  up-vias
li1                        -                  -      951
met1                    10.8                 47      886
met2                    11.9                 46       92
met3                    1.34                7.5        2
met4                   0.534               0.37        0
met5                       0                  0        -
==> placed cells by master, fill, tap and decap left out, drive strengths merged, types with 2 or more instances in the layout <==
master         count
inv                6
dlymetal6s2s      19
xor2               2
nor3              11
buf               40
xnor2              2
or2                2
o22ai              3
o21ai             30
nand4              4
a211oi             2
a31o               2
a222oi             2
and2               3
nor2              21
nor2b             13
clkdlybuf4s50     21
a221oi             3
a21oi             22
nand2             20
nor3b              4
o221a              2
dlygate4sd2        8
or3b               4
nand2b             5
o211ai             5
a21o               3
a311oi             3
nand3              2
a2111oi            4
==> critical path, cell delays in order <==
cell             delay, ns
clkdlybuf4s50_1       0.50
a21oi_1               0.08
a221o_1               0.35
or3b_4                0.45
nor3_2                0.20
clkdlybuf4s50_1       0.50
==> final timing paths <==
check	startpoint	to	slack, ns	cells past startpoint
hold / removal	color[3]	VGA_G[3]	2.24	4
setup / recovery	DrawX[7]	VGA_G[5]	0.07	6
==> per-stage QoR <==
| stage | util (%) | total power, mW | setup slack, ns | cells | hold slack (ns) |
|---|---|---|---|---|---|
| detailed placement | 21.8 | 0.217 | -0.156 | 406 | 2.66 |
| CTS | 22.7 | 0.228 | -0.0515 | 412 | 2.36 |
| global route | 24.0 | 0.257 | -0.00825 | 416 | 2.31 |
| global placement | 21.8 | 0.217 | -0.141 | 406 | 2.66 |
| finish | 24.0 | 0.235 | 0.0722 | 416 | 2.24 |
| floorplan | - | 0.117 | 0.960 | 217 | 1.69 |
==> power breakdown <==
| part | total (mW) | internal (mW) | switching, mW | leakage, nW |
|---|---|---|---|---|
| clock network | 0 | 0 | 0 | 0 |
| logic | 0.235 | 0.116 | 0.118 | 1.02 |
| registers | 0 | 0 | 0 | 0 |
==> cell type report <==
cell class                 instances  area (µm²)  area share [%]
tap                              133         166            7.20
multi-input combinational        189        1250            54.1
timing repair buffer              88         873            37.8
inverter                           6        22.5           0.974
==> timing repair <==
item / in CTS / in global routing
pin swaps: 4 / 3
buffers inserted: 4 / 3
gates resized: 25 / 30
setup endpoints to repair: 19 / 20
cloned: 2 / 1
No activity file was given, so power comes from the tool's default toggle rates.
